--- flow/run.sh ---
#!/bin/bash
# OpenROAD 26Q1-2900-gdf79404cd8, Yosys 0.63+post, stock flow scripts
make -C /OpenROAD-flow-scripts/flow DESIGN_CONFIG=/design/flow/config.mk WORK_HOME=/design/flow/orfs finish
--- flow/config.mk ---
export PLATFORM = sky130hd
export DESIGN_NAME = Adder
export DESIGN_NICKNAME = Adder
export VERILOG_FILES = /design/flow/design.v
export SDC_FILE = /design/flow/constraint.sdc
export NUM_CORES = 4
export LEC_CHECK = 1
export CORE_AREA = 10 10 85 85
export DIE_AREA = 0 0 95 95
--- flow/constraint.sdc ---
current_design Adder

set clk_period 24.1
set clk_io_pct 0.2

create_clock -name clk0 -period $clk_period

set non_clock_inputs [all_inputs -no_clocks]
set_input_delay [expr $clk_period * $clk_io_pct] -clock clk0 $non_clock_inputs
set_output_delay [expr $clk_period * $clk_io_pct] -clock clk0 [all_outputs]
--- flow/design.v ---
module Adder(in0, in1, out);
  input [31:0] in0, in1;     
  output reg [31:0] out;     
  always @ (in0 or in1) begin
    out = in0 + in1;
  end
endmodule
==> impl_metrics.py <==
# Auto-generated metrics
metrics = {
    "setup_path": {
        "timing.critical_path.from_type": "input port",
        "cp_max_fo": 4,
        "cp_data_arrival_time_ns": 7.72,
        "timing.critical_path.required_ns": 19.28,
        "timing_worst_setup_path_type": "in2out",
        "critPathCaptureType": "output port",
        "slowest_cell_delay_on_critical_path_ns": 0.49,
        "timing.critical_path.cells": "clkdlybuf4s50_1 > ha_1 > fa_1 > a21o_1 > a31o_2 > nand3_1 > o221ai_1 > a311oi_1 > o21bai_1 > xor2_1 > clkdlybuf4s50_1",
        "critPathTopFamily": "AND-OR/OR-AND gates",
        "critPathMostFrequentCell": "sky130_fd_sc_hd__clkdlybuf4s50_1",
        "crit_slowest_cell": "sky130_fd_sc_hd__clkdlybuf4s50_1",
        "worst-path-buf-inv": 2,
    },
    "final_timing": {
        "unrepaired_setup_endpoints_after_global_routing": "no",
        "maxClockFrequency_ghz": 0.0797,
        "final_hold_vios": 0,
        "post-route-min-period_ns": 12.54,
        "tightestPinTransition_ns": 0.523,
        "final-max-slew-violation-count": 0,
        "normalized_max_slew_margin_pct": 64.2,
        "final.setup.tns_ns": 0,
        "post-route-worst-setup-slack_ns": 11.56,
        "finalSetupViolations": 0,
        "fin_crit_sh_pct": 52.0,
    },
    "logic_synthesis": {
        "synth_warnings": 1,
        "synth.top_cell.area_share_pct": 22.2,
        "netlist-cell-type-count": 50,
        "yosys.area.top_type": "sky130_fd_sc_hd__ha_1",
        "top_cells_by_count": "sky130_fd_sc_hd__ha_1 (31), sky130_fd_sc_hd__a21oi_1 (29), sky130_fd_sc_hd__a21o_1 (19)",
        "topCellsByArea": "sky130_fd_sc_hd__ha_1 (22%), sky130_fd_sc_hd__a21oi_1 (8.3%), sky130_fd_sc_hd__a21o_1 (8.2%)",
        "postSynthAreaPerCell_um2": 7.24,
        "synth.yosys.seq_area_share_pct": 0,
        "synth.yosys.chip_area_um2": 1740,
        "syn_inst": 241,
        "post_synth_instance_area_um2": 1740,
        "synth-cells-yosys": 241,
        "most_frequent_cell_after_synthesis": "sky130_fd_sc_hd__ha_1",
    },
    "min_path": {
        "holdCritPathClass": "in2out",
    },
    "routing": {
        "viasPerCell": 5.22,
        "dr.first_iter.drc_count": 54,
        "drt-total-wl_mm": 5.84,
        "num_antenna_cells": 0,
        "via_total_after_detailed_routing": 2079,
        "final_antenna_net_count": 0,
        "remaining_drc_errors": 0,
        "routedWlPerCell_um": 14.7,
        "first_pass_drt_iterations": 4,
    },
    "global_route": {
        "grt_first_pass_wirelength_mm": 9.49,
        "globalRoute.totalOverflow": 0,
        "first_global_vias": 2036,
        "pin_count_of_the_biggest_net_entering_global_routing": 11,
        "antenna_found_initial": 0,
        "groute.usage.overall_pct": 12.4,
    },
    "job": {
        "drv_cap": 0,
        "tool_warnings": 32,
    },
    "final_layout": {
        "post_route_cells_drive_above_1_share_pct": 3.07,
        "flop-count": 0,
        "layout.cells.non_filler": 398,
        "comb_area_um2": 1680,
        "nClkBuffers": 0,
        "seq_area_um2": 0,
        "fill_cells": 569,
        "flow.area_growth_from_synthesis_pct": 57.7,
    },
    "run_status": {
        "status": "finished, final reports clean",
    },
    "die": {
        "die_area_um2": 9030,
        "fp.dieH_um": 95,
        "boundaryPins": 96,
        "floorplan.initialDensity_pct": 31.9,
        "floorplan.rows": 27,
        "die_width_um": 95,
        "core_region_area_um2": 5470,
    },
    "power_and_ir_drop": {
        "static-leakage-power_nw": 1.18,
        "cellPowerDensity_nw_per_um2": 29.1,
        "worst_ir_drop_vdd_mv": 0.0118,
        "total_power_mw": 0.0800,
    },
    "place": {
        "place_worst_setup_slack_ns": 11.52,
        "number_of_i_o_port_buffers": 96,
        "detailedPlacementHpwl_mm": 5.12,
        "placed_cells": 398,
        "gpl.final_weighted_congestion": 0.925,
    },
    "clocking": {
        "holdBufCountCts": 0,
        "post-cts-setup-buffers": 0,
        "cts_repair_resize_count": 0,
    },
}
## layout make-up
| cell class | instances | area share (%) |
|---|---|---|
| Tap cell | 72 | 3.27 |
| Timing Repair Buffer | 96 | 34.9 |
| Multi-Input combinational cell | 224 | 61.0 |
| Inverter | 6 | 0.819 |
## metrics by stage
step | hold WS (ns) | cell area [um2] | utilization (%)
detailed placement | 10.69 | 2750 | 50.3
global route | 10.71 | 2750 | 50.3
CTS | 10.68 | 2750 | 50.3
floorplan | 9.71 | 1740 | -
global placement | 10.68 | 2750 | 50.3
finish | 10.67 | 2750 | 50.3
## cells by family after synthesis
group	count (synthesis)	synth area share (%)
multiplexers	2	1.15
buffers and inverters	17	3.80
XOR/XNOR	28	14.1
AND/OR/NAND/NOR	65	18.3
adder cells (fa/ha/maj)	32	23.4
AND-OR/OR-AND	97	39.3
## cells in the final DEF, fill, tap and decap left out, drive strengths merged, types with 3 or more instances in the layout
cell and count:
a311oi 3, xnor2 13, nand4 8, xor2 15
nor3 4, inv 6, clkdlybuf4s50 96, nand3 10
nor2 12, o21ai 15, o211ai 3, ha 31
a211oi 3, a21o 19, nand2 18, a21oi 29
a31oi 3, or2 3, o21bai 5
## worst paths after layout
kind | startpoint | endpoint | slack (ns) | cells after the start
setup / recovery | in0[0] | out[26] | 11.56 | 11
hold / removal | in1[0] | out[0] | 10.67 | 3
## metal layers
| metal | vias to the layer above | part of all wire [%] | GRT usage (%) |
|---|---|---|---|
| met5 | - | 0 | 0 |
| met4 | 0 | 0.50 | 0.623 |
| met3 | 2 | 8.0 | 2.88 |
| met2 | 61 | 44 | 21.1 |
| met1 | 913 | 48 | 16.3 |
| li1 | 1103 | - | - |
## report_power, final
group          leakage [nW]  switching, mW  total (mW)  internal, mW
logic                  1.18         0.0318      0.0800        0.0483
registers                 0              0           0             0
clock network             0              0           0             0
total                  1.18         0.0318      0.0800        0.0483
Power and IR drop assume default switching activity.
