==> ./design.v <==
`timescale 1ns / 1ns
module ALU(ALUctrlop, in0, in1, ALUresult, Zero);
 input [3:0] ALUctrlop;
 input [31:0] in0, in1;
  output reg [31:0] ALUresult;
  output Zero;
  assign Zero = (ALUresult == '0);
 always @ (in0 or in1 or ALUctrlop) begin
  case (ALUctrlop)
      4'b0000: begin ALUresult = in0 & in1;
      end
      4'b0001: begin ALUresult = in0 | in1;
      end
      4'b0010: begin ALUresult = in0 + in1;
      end
      4'b0110: begin ALUresult = in0 - in1;
      end
      4'b0111: begin ALUresult = in0 < in1 ? 1 : 0;
      end
     4'b1000: begin ALUresult = ~(in0 | in1);
     end
      default: begin ALUresult = 0; 
      end
    endcase
  end
endmodule
==> ./run.sh <==
#!/bin/bash
# OpenROAD 26Q1-2900-gdf79404cd8, Yosys 0.63+post, stock flow scripts
make -C /OpenROAD-flow-scripts/flow DESIGN_CONFIG=/design/flow/config.mk WORK_HOME=/design/flow/orfs finish
==> ./config.mk <==
export PLATFORM = sky130hd
export DESIGN_NAME = ALU
export DESIGN_NICKNAME = ALU
export VERILOG_FILES = /design/flow/design.v
export SDC_FILE = /design/flow/constraint.sdc
export NUM_CORES = 4
export LEC_CHECK = 1
export CORE_UTILIZATION = 30
==> ./constraint.sdc <==
current_design ALU

set clk_period 19.2
set clk_io_pct 0.2

create_clock -name clk0 -period $clk_period

set non_clock_inputs [all_inputs -no_clocks]
set_input_delay [expr $clk_period * $clk_io_pct] -clock clk0 $non_clock_inputs
set_output_delay [expr $clk_period * $clk_io_pct] -clock clk0 [all_outputs]
==> results.json <==
{
  "postRouteAntennaNets": 0,
  "hold_ws_ns": 8.94,
  "min_from": "ALUctrlop[1]",
  "drt_first_pass_iters": 7,
  "crit_path_top_delay_cell": "clkdlybuf4s50_1",
  "slew_violations": 0,
  "synth_area_per_cell_sq_um": 6.53,
  "path_max_fanout": 4,
  "crit_chain": "clkdlybuf4s50_1 > ha_1 > inv_1 > fa_1 > nand2b_1 > a2111o_1 > nand3_2 > mux2i_1 > xnor2_1 > o21ai_0 > or4b_1 > or4_1 > or4_1 > nor4_1 > and4_1 > clkdlybuf4s50_1",
  "grt_antenna_before_repair": 0,
  "grt_max_degree": 38,
  "fin_cells": 1099,
  "numPortBuffers": 101,
  "netlist_instances": 809,
  "vias": 6238,
  "synth.distinct_cells": 70,
  "cts_setup_buffers": 0,
  "hp-class": "input pin to primary output",
  "drive_gt1_share_pct": 3.89,
  "ys_chip_area_sq_mm": 0.00528,
  "grt_usage_pct": 22.2,
  "n_sequential_cell": 0,
  "hold_depth": 4,
  "gr-total-overflow": 0,
  "arrival_ns": 8.76,
  "clkbuf_count": 0,
  "area_delta_synth_final_pct": 22.4,
  "status": "finished, final reports clean",
  "top_cell": "ha_1",
  "grt_setup_unrepaired": "no",
  "powerDensity_mw_per_mm2": 28.8,
  "grt_pass1_wl_um": 31900,
  "ctsHoldBuffers": 0,
  "vias_per_cell": 5.68,
  "worstPathBufferInverterCount": 3,
  "setup_viol": 0,
  "critical_path.top_delay_family": "simple AND/OR/NAND/NOR gates",
  "drt-total-wl_um": 20100,
  "die_h_um": 135,
  "n_fill_cell": 1821,
  "fin_crit_sh_pct": 65.6,
  "slowest_delay_ns": 0.53,
  "setup_tns_ns": 0,
  "std_cell_rows": 48,
  "n_antenna_cell": 0,
  "gp_congestion": 0.986,
  "hold_viol": 0,
  "initCoreUtil_pct": 30.6,
  "yosysTopAreaCell": "ha_1",
  "fin_crit_ns": 12.60,
  "criticalPathCategory": "input pin to primary output",
  "synth.area.top_cells": "ha_1 24%, inv_1 6.9%, a21oi_1 6.8%",
  "max_slew.worst_pin.slew_ns": 0.783,
  "top_area_share_pct": 23.9,
  "dpl.cell_count": 1099,
  "power_mw": 0.186,
  "cts_resized": 0,
  "ys_top_cells_by_count": "101 x ha_1, 97 x inv_1, 83 x nor2_1, 72 x a21oi_1, 56 x o21ai_0",
  "cap_viol_max_count": 0,
  "ys_seq_share_pct": 0,
  "drt_iter0_markers": 648,
  "chipArea_sq_mm": 0.0181,
  "ios": 101,
  "holdPathEnd": "ALUresult[0]",
  "fp.dieW_um": 135,
  "ys_cells": 809,
  "fmax_ghz": 0.0794,
  "ir_worst_vdd_uv": 9.44,
  "post-dp-hpwl_um": 16100,
  "warning_count": 101,
  "grt_pass1_vias": 5787,
  "synth.cell_area_sq_mm": 0.00528,
  "ys_warn_count": 1,
  "drc": 0,
  "drt-wirelength-per-cell_um": 18.3,
  "worstPathRequired_ns": 15.36,
  "start_kind": "input pin",
  "core-area_sq_mm": 0.0172,
  "timing.slew.headroom_pct": 47.2,
  "p_leak_nw": 2.86,
  "worstSetupEndpointType": "primary output",
  "final-seq-area_sq_um": 0,
  "final-comb-area_sq_mm": 0.00473
}
==> tightest hold or removal path, cell delays in order <==
cell and delay, ns:
clkdlybuf4s50_1 0.52, nand4_1 0.17, o41ai_1 0.12, clkdlybuf4s50_1 0.45
==> worst max-delay path by stage <==
stage | end | cells past startpoint | start
finish | Zero | 16 | in1[0]
global route | Zero | 16 | in1[0]
CTS | Zero | 16 | in1[0]
==> placed cells by master (no fill, tap or decap), types with 5 or more instances in the layout <==
| cell type | netlist | final |
|---|---|---|
| ha_1 | 101 | 101 |
| clkdlybuf4s50_1 | 0 | 101 |
| inv_1 | 97 | 97 |
| nor2_1 | 83 | 83 |
| a21oi_1 | 72 | 72 |
| o21ai_0 | 56 | 56 |
| nand2_1 | 54 | 54 |
| nor3_1 | 27 | 27 |
| o211ai_1 | 20 | 20 |
| xnor2_1 | 18 | 18 |
| o22ai_1 | 13 | 13 |
| o221ai_1 | 13 | 13 |
| nand4_1 | 13 | 13 |
| nand3_1 | 12 | 12 |
| mux2i_1 | 11 | 11 |
| a31oi_1 | 11 | 11 |
| a21o_1 | 10 | 10 |
| nor4_1 | 9 | 9 |
| o211a_1 | 9 | 9 |
| a211oi_1 | 8 | 8 |
| nor2b_1 | 8 | 8 |
| o21bai_1 | 8 | 8 |
| buf_4 | 0 | 8 |
| o31ai_1 | 7 | 7 |
| nand2b_1 | 6 | 6 |
| o311ai_0 | 6 | 6 |
| or2_2 | 6 | 6 |
| or4_1 | 5 | 5 |
==> final cells by class <==
| type | count | area share (%) |
|---|---|---|
| repair buffers | 109 | 16.6 |
| well taps | 225 | 4.36 |
| inverters | 99 | 5.75 |
| multi-input cells | 666 | 73.3 |
==> report_power, final <==
| part | internal, mW | switching (mW) | leakage [nW] | total [mW] |
|---|---|---|---|---|
| combinational | 0.0791 | 0.107 | 2.86 | 0.186 |
| clock | 0 | 0 | 0 | 0 |
| sequential | 0 | 0 | 0 | 0 |
==> cells by family after synthesis <==
family / Yosys count / share of synthesized area, %
AOI/OAI and AO/OA: 287 / 36.8
and+or+nand+nor: 243 / 22.4
buffers and inverters: 143 / 10.3
adders and majority gates: 103 / 24.7
xor gates and xnor gates: 21 / 3.48
muxes: 12 / 2.30
==> stage by stage <==
stage               util [%]  worst slack, ns  cell area, sq um
detailed placement      37.5             6.65              6460
floorplan                  -             8.28              5280
finish                  37.5             6.60              6460
CTS                     37.5             6.63              6460
global placement        37.5             6.68              6460
global route            37.5             6.33              6460
==> routing by layer <==
metal	share of wire, %	up-vias	GRT usage (%)
li1	-	3059	-
met1	47	2906	33.4
met2	44	239	34.9
met3	6.6	34	1.61
met4	2.1	0	4.00
met5	0	-	0
No activity file was given, so power comes from the tool's default toggle rates.
