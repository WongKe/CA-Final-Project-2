## ./design.v

```verilog
`timescale 1ns / 1ns
module mux2to1(in0, in1, sel, out);
  input [31:0] in0, in1;     
  input sel;                 
  output reg [31:0] out;     
  always @ (sel or in0 or in1)
  begin
    case(sel)
      1'b0: begin
        out <= in0;
      end
      1'b1: begin
        out <= in1;
      end
    endcase
  end
endmodule
```

## ./run.sh

```bash
#!/bin/bash
# OpenROAD 26Q1-2900-gdf79404cd8, Yosys 0.63+post, stock flow scripts
make -C /OpenROAD-flow-scripts/flow DESIGN_CONFIG=/design/flow/config.mk WORK_HOME=/design/flow/orfs finish
```

## ./config.mk

```make
export PLATFORM = sky130hd
export DESIGN_NAME = mux2to1
export DESIGN_NICKNAME = mux2to1
export VERILOG_FILES = /design/flow/design.v
export SDC_FILE = /design/flow/constraint.sdc
export NUM_CORES = 4
export LEC_CHECK = 1
export CORE_AREA = 10 10 70 70
export DIE_AREA = 0 0 80 80
```

## ./constraint.sdc

```tcl
current_design mux2to1

set clk_period 1.0
set clk_io_pct 0.2

create_clock -name clk0 -period $clk_period

set non_clock_inputs [all_inputs -no_clocks]
set_input_delay [expr $clk_period * $clk_io_pct] -clock clk0 $non_clock_inputs
set_output_delay [expr $clk_period * $clk_io_pct] -clock clk0 [all_outputs]
```

==> results_slide.txt <==
Implementation Results

Floorplan
  – IO Pins: 97
  – DIE WIDTH: 80 um
  – Die height: 80 um
  – # rows: 21
  – FP Util: 15.9%
  – Area of the die: 6400 um2
  – Core region area: 3420 um2

Yosys
  – # Cells Yosys: 36
  – Unique cell types: 4
  – Chip Area, Yosys: 544 um2
  – Yosys Warn Count: 1
  – Post-synthesis sequential area ratio: 0%
  – Syn avg cell area: 15.1 um2
  – Mapped Area: 544 um2
  – Synth Instances: 36

Finish
  – Layout Utilization: 49.7%
  – Area Growth Syn to Fin: 212%
  – Post-route cell area: 1700 um2
  – Most instantiated logic cells after routing: dlygate4sd2_1, mux2_4, buf_6, dlymetal6s2s_1, buf_2
  – Register Area: 0 um2
  – Comb gate area: 480 um2
  – CLK BUF: 0
  – Most numerous logic cell after layout: dlygate4sd2_1
  – Number of sequential cells: 0
  – Fraction of layout cells with a size suffix above 1: 56.2%
  – Filler cell count in the final layout: 327

Power and ir drop
  – PwrDens: 389 nW/um2
  – IR drop worst, VDD: 0.173 mV
  – P_leak: 0.990 nW

Global routing
  – Global-route usage over all layers: 7.87%
  – Number of global-route vias before repair: 824
  – GR Overflow Total: 0
  – Initial antenna violation count: 0
  – First-pass GRT wire length: 4.15 mm
  – Largest net degree at the start of global routing: 8

Placed design
  – Placement-stage cell area: 1540 um2
  – Hpwl dp: 2.40 mm
  – Gpl congestion: 0.760
  – I/O Buffers: 97

Detailed routing
  – Drt pass-1 iters: 2
  – Vias: 730
  – ANT nets after route: 0
  – # diodes: 0
  – Initial DRC count: 4
  – Post-Route WL: 2.85 mm
  – Vias per cell: 3.80
  – DR DRC count: 0
  – WL/cell: 14.8 um

STA
  – Final worst-path cycle share: 118%
  – PnR worst setup slack: -175 ps
  – Fmax: 0.851 GHz
  – Least-Margin Pin Slew: 61.1 ps
  – Final Hold Violating Endpoints: 0
  – RSZ-0062 raised after global routing: true
  – Slew margin rel.: 95.9%
  – Final setup viols: 32
  – Post-layout min period: 1180 ps
  – Max Slew Vio Count: 0

Clocking
  – Hold-fix buffers at CTS: 0

Setup path
  – Crit. End Element: output port
  – Data required, critical path: 800 ps
  – Critical path type: input port to output port
  – CP Launch Type: input port
  – Critical path peak fanout: 7
  – CP arrival: 980 ps

Outcome
  – Status: complete, but fails checks
  – Violated checks: negative setup slack

Flow run
  – Max-cap viol count: 0
  – Log Warnings: 34

Hold path
  – Worst Hold Class: input port to output port
worst paths after layout:
path	cells after the start	slack, ps	endpoint	from
max	5	-180	out[31]	sel
min	3	690	out[24]	in0[24]
power breakdown:
group	internal [mW]	leakage, nW	total [mW]	switching (mW)
Sequential	0	0	0	0
Clock	0	0	0	0
Combinational	0.519	0.990	0.660	0.141
Total	0.519	0.990	0.660	0.141
routing by layer:
| layer | GRT usage, % | routed length, um | up-vias |
|---|---|---|---|
| met5 | 0 | 0 | - |
| met4 | 0 | 0 | 0 |
| met3 | 3.07 | 313 | 0 |
| met2 | 14.3 | 1390 | 51 |
| met1 | 8.97 | 1140 | 317 |
| li1 | - | - | 362 |
cells by family after synthesis:
family / share of synthesized area (%)
mux: 86.9
buf+inv: 13.1
cells in the mapped netlist, drive strengths merged:
cell  number  share of area [%]
mux2      32                 87
buf        4                 13
metrics by stage:
step | power, mW | std cells | setup TNS, ps | hold WS, ps | worst slack [ps]
after detailed placement | 0.655 | 177 | -15270 | 1330 | -497
after CTS | 0.644 | 192 | -5200 | 800 | -178
final | 0.660 | 192 | -5030 | 694 | -175
after floorplan | 0.206 | 36 | 0 | 498 | 66.9
after global routing | 0.706 | 192 | -5620 | 714 | -194
after global placement | 0.654 | 177 | -15250 | 1330 | -492
worst max-delay path, stage by stage:
cell	delay [ps]
buf_12	110
buf_12	130
buf_8	120
mux2_4	300
buf_6	110
layout make-up:
class / instances / share of cell area, %
multi-input cells: 32 / 28.3
well taps: 46 / 3.39
repair buffers: 114 / 68.3
what timing repair did:
action | CTS | global route
cloned | 1 | 0
setup endpoints to repair | 32 | 32
setup buffers | 14 | 0
resized | 170 | 23
Power figures rest on the tool's default switching activity, not on a simulated workload.
